==> design/flow/design.v <==
module signed_norm #(
    parameter W=24
)(
    input [W-1:0] a,
    output reg [W-1:0] o,
    output reg [5:0] quant_bit
);
reg [W-1:0] is_leading_sign;
genvar i;
assign is_leading_sign[W-1] = 1;
for (i=W-2; i>=0; i=i-1)
    assign is_leading_sign[i] = is_leading_sign[i+1] ? (a[i] == a[i+1]) : 1'b0;
reg [5:0] nbits_leading_sign;
always @(*)
begin
    int i;
    nbits_leading_sign = 0;
    for (i=W-1; i>0; i=i-1)
        nbits_leading_sign = nbits_leading_sign + is_leading_sign[i];
    if (a != 0)
    begin
        quant_bit = nbits_leading_sign - 1;
        o = a << quant_bit;
    end else
    begin
        quant_bit = 0;
        o = 0;
    end
end
endmodule
==> design/flow/run.sh <==
#!/bin/bash
# OpenROAD 26Q1-2900-gdf79404cd8, Yosys 0.63+post, stock flow scripts
make -C /OpenROAD-flow-scripts/flow DESIGN_CONFIG=/design/flow/config.mk WORK_HOME=/design/flow/orfs finish
==> design/flow/config.mk <==
export PLATFORM = sky130hd
export DESIGN_NAME = signed_norm
export DESIGN_NICKNAME = signed_norm
export VERILOG_FILES = /design/flow/design.v
export SDC_FILE = /design/flow/constraint.sdc
export NUM_CORES = 4
export LEC_CHECK = 1
export CORE_AREA = 10 10 109 109
export DIE_AREA = 0 0 119 119
==> design/flow/constraint.sdc <==
current_design signed_norm

set clk_period 12.0
set clk_io_pct 0.2

create_clock -name clk0 -period $clk_period

set non_clock_inputs [all_inputs -no_clocks]
set_input_delay [expr $clk_period * $clk_io_pct] -clock clk0 $non_clock_inputs
set_output_delay [expr $clk_period * $clk_io_pct] -clock clk0 [all_outputs]
==> run notes <==
run metrics: LEAKAGE 1.33 nW, standard cell area after detailed placement 3090 um2, maximum fanout along the worst path 8, area of all placed cells without fillers 3120 um2, Die Wd 119 um, Critical Path Sink Type output pin, antenna viol nets, final 0, Setup crit end o[21], leftover overflow at the end of global routing 0, first element of the critical path a[10], fraction of final layout cells with drive strength greater than 1 0.188, Setup Slack @ Placement 0.229 ns, register share after synthesis 0, pwr dens 94.8 nW/um2, number of instances on the worst hold path 5, first-pass iteration count of the detailed router 4, Crit path buffers/inverters 6, Yosys Instances 276, slack of the critical path 0.325 ns, wire length of the first global-routing pass 11500 um, number of cells upsized or downsized after cts 0, f_max 0.0857 GHz, count of buffers inserted at the top-level ports 53, biggest area contributors in the synthesized netlist sky130_fd_sc_hd__mux4_2, sky130_fd_sc_hd__fa_1, sky130_fd_sc_hd__ha_1, sky130_fd_sc_hd__inv_1, sky130_fd_sc_hd__mux2_2, drt total wl 6940 um, die height 119 um, Hold Crit Class in2out, count of flip-flops and latches 0, I/O pin count 54, Placer Congestion 0.898, Detail Route met3 WL 439 um, standard cell core area 9640 um2, number of buffers inserted to repair setup after CTS 0, chip area line of the yosys report 2380 um2, highest routed metal layer met3, global routing usage summed across all routing layers 0.0965, ordered list of cells on the worst path clkdlybuf4s50_1, inv_1, ha_1, nor3_1, nand3_1, or3_1, fa_1, inv_1, fa_1, fa_1, fa_1, inv_1, fa_1, inv_1, ha_1, fa_2, mux4_2, and2_1, a221oi_1, o32ai_1, clkdlybuf4s50_1, count of clock buffers in the final design 0, area fraction of the dominant cell type after synthesis 0.151, portion of the clock cycle consumed by the worst path in the final layout 0.973, area of all sequential standard cells 0 um2, summed instance area of the synthesized netlist 2380 um2, worst-path cell with the longest stage delay sky130_fd_sc_hd__fa_2, Rel. slew slack 0.617, max-capacitance violation count 0, run status finished, final reports clean, final total negative setup slack 0 ns, stage delay of the slowest cell on the critical path 0.66 ns, met1 routed wirelength after detailed routing 3210 um, pin count of the biggest net entering global routing 28, Worst Hold Margin 6.08 ns, Avg Inst Size Synth 8.64 um2, Crit. path cell count 21, via count of the routed design 2230, post-layout min period 11.67 ns, cell repeated most along the worst path sky130_fd_sc_hd__fa_1, met2 WL post-DR 3290 um, crit path DAT 9.27 ns, Chip Footprint 14200 um2, number of setup violations in the final report 0, top cell family by delay on the critical path adder cells, antenna violations before repair 0, synthesized instance count 276, setup repair after global routing missed its margin false, signed area change from the synthesized netlist to the final layout 30.9%, Placement Rows 36, number of warnings issued by yosys 25, kind of start point of the critical path input pin, post-cts hold buffer count 0, Hold Vio Cnt, Final 0, HPWL Detailed 6080 um, count of cell types in the netlist 45, FP Util 0.247, via count of the first global-routing pass 2210, fill cell instance count of the final layout 1025, routed via count divided by cell count 4.83, measured slew at the worst slew-check pin 0.572 ns, Setup Crit Path Kind in2out, diode count 0, starting DRC count in detailed routing 103, mean routed wirelength per cell 15.0 um, required arrival time at the worst endpoint 9.60 ns, largest area contributor in the synthesized netlist sky130_fd_sc_hd__mux4_2, final-report max-slew violation count 0, peak supply drop 0.0341 mV, Log Warnings 32, count of unresolved DRC violations after routing 0
synthesized netlist by cell type (2+ instances only):
cell,count
sky130_fd_sc_hd__or3_1,4
sky130_fd_sc_hd__nand3_1,6
sky130_fd_sc_hd__fa_1,14
sky130_fd_sc_hd__xnor2_1,5
sky130_fd_sc_hd__nand2b_1,4
sky130_fd_sc_hd__nand2_1,9
sky130_fd_sc_hd__a21o_1,2
sky130_fd_sc_hd__nor4_1,5
sky130_fd_sc_hd__mux2_2,11
sky130_fd_sc_hd__nor2_1,18
sky130_fd_sc_hd__buf_2,7
sky130_fd_sc_hd__nand4b_1,3
sky130_fd_sc_hd__a21oi_1,12
sky130_fd_sc_hd__o211ai_1,3
sky130_fd_sc_hd__buf_4,6
sky130_fd_sc_hd__inv_1,47
sky130_fd_sc_hd__and2_1,6
sky130_fd_sc_hd__mux2_4,6
sky130_fd_sc_hd__nor3_2,3
sky130_fd_sc_hd__nand3b_1,3
sky130_fd_sc_hd__o32ai_1,8
sky130_fd_sc_hd__xor2_1,7
sky130_fd_sc_hd__a221oi_1,4
sky130_fd_sc_hd__mux4_2,16
sky130_fd_sc_hd__mux2i_1,6
sky130_fd_sc_hd__and3_1,3
sky130_fd_sc_hd__a211oi_1,8
sky130_fd_sc_hd__nor3_1,12
sky130_fd_sc_hd__ha_1,19
sky130_fd_sc_hd__o221a_2,4
kinds of logic after synthesis:
group / Yosys count / synth area share
buffers and inverters: 63 / 0.120
muxes: 40 / 0.277
other: 1 / 0.00157
and+or+nand+nor: 81 / 0.192
adders and majority gates: 33 / 0.217
AOI/OAI and AO/OA: 45 / 0.141
xor gates and xnor gates: 13 / 0.0509
stage by stage:
stage,util,std cells,total power [mW]
6_report,0.324,462,0.296
5_1_grt,0.324,462,0.326
4_1_cts,0.321,462,0.297
3_5_place_dp,0.321,462,0.296
3_3_place_gp,0.321,462,0.296
2_1_floorplan,-,276,0.182
placed cells by master, fill, tap and decap left out, types with 7 or more instances in the layout:
cell	instances
sky130_fd_sc_hd__a211oi_1	8
sky130_fd_sc_hd__a21oi_1	11
sky130_fd_sc_hd__buf_4	15
sky130_fd_sc_hd__clkdlybuf4s50_1	53
sky130_fd_sc_hd__fa_1	13
sky130_fd_sc_hd__ha_1	19
sky130_fd_sc_hd__inv_1	47
sky130_fd_sc_hd__mux2_2	11
sky130_fd_sc_hd__mux4_2	16
sky130_fd_sc_hd__nand2_1	8
sky130_fd_sc_hd__nor2_1	18
sky130_fd_sc_hd__nor3_1	12
sky130_fd_sc_hd__o32ai_1	8
sky130_fd_sc_hd__xor2_1	7
how the worst min path moves through the flow:
stage / startpoint / end
final: a[0] / o[0]
after global routing: a[0] / o[0]
after CTS: a[0] / o[0]
layout make-up:
type / count / area, um2 / share of cell area
multi-input combinational: 213 / 2120 / 0.681
timing repair buffer: 69 / 654 / 0.210
inverter: 47 / 176 / 0.0565
tap: 133 / 166 / 0.0533
tightest hold or removal path, delay by kind of cell:
kind	cells	cell delay, ns
buffers and inverters	2	0.91
AND/OR/NAND/NOR	3	0.36
layer usage:
| metal | global-route usage | vias up |
|---|---|---|
| li1 | - | 1116 |
| met1 | 0.134 | 1041 |
| met2 | 0.161 | 73 |
| met3 | 0.0206 | 0 |
| met4 | 0 | 0 |
| met5 | 0 | - |
where the power goes:
group / switching (mW) / internal [mW]
sequential: 0 / 0
clock: 0 / 0
combinational: 0.120 / 0.176
Power is estimated from default activity; no workload was simulated.
