==> design.v <==
module sram_mux #(
    parameter DW = 16,
    parameter AW = 9
) (
    input   [0:0]clk,
    input   [0:0]rst_n,
    input   [AW-1:0]addr_0,  
    input   [0:0]en_0,
    input   [0:0]we_0,
    input   [7:0]wbe_0,
    input   [2*DW-1:0]wdata_0,
    output  logic   [2*DW-1:0]rdata_0,
    input   [AW-1:0]addr_1,  
    input   [0:0]en_1,
    input   [0:0]we_1,
    input   [7:0]wbe_1,
    input   [2*DW-1:0]wdata_1,
    output  logic    [2*DW-1:0]rdata_1,
    output  logic    [0:0]rdata_1_vld,
    output  logic   [AW-1:0]sram_addr,  
    output  logic   [0:0]sram_en,
    output  logic   [0:0]sram_we,
    output  logic   [7:0]sram_wbe,
    output  logic   [2*DW-1:0]sram_wdata,
    input          [2*DW-1:0]sram_rdata
);
logic   [AW-1:0]    addr_1_pending;
logic   [0:0]       en_1_pending;
logic   [0:0]       we_1_pending;
logic   [7:0]       wbe_pending;
logic   [2*DW-1:0]  wdata_1_pending;
always_ff @(posedge clk or negedge rst_n) begin
    if(!rst_n)begin
        addr_1_pending  <= '0;  
        en_1_pending    <= '0;
        we_1_pending    <= '0;
        wbe_pending     <= '0;
        wdata_1_pending <= '0;
    end
    else if( en_1 && en_0)begin
        addr_1_pending  <=  addr_1;    
        en_1_pending    <=  1'b1;
        we_1_pending    <=  we_1;
        wbe_pending     <=  wbe_1;
        wdata_1_pending <=  wdata_1;
    end
    else if(!en_0)begin
        en_1_pending    <=  '0;
    end
end 
assign  sram_addr   =   en_0 ? addr_0 :
    (en_1 ? addr_1 : (en_1_pending ? addr_1_pending : '0));
assign  sram_en     =   en_0 | en_1 | en_1_pending;
assign  sram_we     =   en_0 ? we_0 :
    (en_1 ? we_1  : (en_1_pending ? we_1_pending : '0 ));
assign  sram_wbe     =   en_0 ? wbe_0 :
    (en_1 ? wbe_1  : (en_1_pending ? wbe_1_pending : '0 ));
assign  sram_wdata  =   en_0 ? wdata_0 :
    (en_1 ? wdata_1  : (en_1_pending ? wdata_1_pending : '0 ));
always_ff @(posedge clk or negedge rst_n) begin
    if(!rst_n)begin
        rdata_1_vld <= '0;
    end
    else
        rdata_1_vld <=  (en_1_pending || en_1 ) && (!en_0);
end 
assign  rdata_0 = sram_rdata;
assign  rdata_1 = sram_rdata;
endmodule
==> run.sh <==
#!/bin/bash
# OpenROAD 26Q1-2900-gdf79404cd8, Yosys 0.63+post, stock flow scripts
make -C /OpenROAD-flow-scripts/flow DESIGN_CONFIG=/design/flow/config.mk WORK_HOME=/design/flow/orfs finish
==> config.mk <==
export PLATFORM = sky130hd
export DESIGN_NAME = sram_mux
export DESIGN_NICKNAME = sram_mux
export VERILOG_FILES = /design/flow/design.v
export SDC_FILE = /design/flow/constraint.sdc
export NUM_CORES = 4
export LEC_CHECK = 1
export CORE_AREA = 10 10 148 148
export DIE_AREA = 0 0 158 158
==> constraint.sdc <==
current_design sram_mux

set clk_period 6.6
set clk_io_pct 0.2

create_clock -name clk0 -period $clk_period [get_ports {clk}]

set non_clock_inputs [all_inputs -no_clocks]
set_input_delay [expr $clk_period * $clk_io_pct] -clock clk0 $non_clock_inputs
set_output_delay [expr $clk_period * $clk_io_pct] -clock clk0 [all_outputs]
==> metrics.cfg <==
[drt]
via_count_of_the_routed_design = 2725
ant_nets = 0
final_routed_wirelength_across_all_metal_layers_um = 10360
detail_route.antenna_diodes = 0
post_drt_via_cell_ratio = 4.067
starting_drt_drc_count = 75
drc_errors = 0
wire_per_inst_um = 15.47
detail_route.first_pass.iterations = 4

[synth]
yosys_warnings = 3
synth.largest_area_cell = sky130_fd_sc_hd__dfrtp_1
synth_simple_gate_area_share_pct = 17.57
syn-cell-area_mm2 = 0.003475
synth.yosys.seq_area_share_pct = 31.69
synthAdderAreaFrac_pct = 0
synth_cell_type_count = 14
synth-area-yosys_mm2 = 0.003475
yosys.area_share.xor_xnor_pct = 0
top_cell_area_share_pct = 31.69
syn_avg_cell_area_um2 = 9.598
synth-compound-area-share_pct = 14.12
synthCells = 362
synth.yosys.num_cells = 362
mux_cell_area_share_pct = 17.93
synth.logic.top_family = buffers and inverters
ys_ff = 44
netlist_top_cells_area = sky130_fd_sc_hd__dfrtp_1 (32%), sky130_fd_sc_hd__mux2_4 (17%), sky130_fd_sc_hd__buf_4 (15%), sky130_fd_sc_hd__a21oi_1 (12%), sky130_fd_sc_hd__nand3b_1 (9.1%)

[grt]
grt.overflow.total = 0
largest_net_degree_at_the_start_of_global_routing = 88
antenna_violations_before_repair = 0
groute.usage.overall_pct = 7.857
first_global_vias = 2774
grt_first_pass_wirelength_um = 15530

[power_and_ir_drop]
power-per-cell-area_mw_per_mm2 = 165.2
p_total_mw = 0.8005
seq_power_share_pct = 41.4
combPwrFrac_pct = 32.5
worst_ir_drop_vdd_uv = 62.12
p_leak_nw = 1.899
share_clk_of_total_power_pct = 26.1
power.switching_mw = 0.1621
power.share.switching_pct = 20.25
internal_power_mw = 0.6384

[cells_and_area]
finalCoreUtilization_pct = 25.90
fill_cells = 1960
layoutNonFillerInstCount = 670
share_of_cells_above_drive_strength_1_pct = 13.30
flow.area_growth_from_synthesis_pct = 39.43

[worst_setup_path]
cell_with_the_largest_stage_delay_on_the_worst_path = sky130_fd_sc_hd__buf_2
worst_ep_required_ns = 5.28
setup.worst_path.start_class = primary input
critPathMostFrequentCell = sky130_fd_sc_hd__a21oi_1
crit_path_end_kind = primary output
timing.setup.critical_path_class = primary input to primary output
critical_path_arrival_ns = 3.22
critical_path.max_fanout = 52
rrSetupSlack_ns = 5.36
timing.critical_path.slowest_cell_delay_ns = 0.59
cp_cell_sequence = buf_2, buf_4, a21oi_1, a21oi_1, clkdlybuf4s50_1

[cts]
cts-root-to-sink-buffers = 2
clock_sink_count = 44
hold_buffers = 0
worstSkewPairLatency_ns = 0.25
cts_resized = 0
clk_root_buffer_cell = sky130_fd_sc_hd__clkbuf_16
cts_tree = yes
clkSlewWorstSetupHoldPaths_ns = 0.05
htree_levels = 2
number_of_buffers_added_by_the_clock_tree_synthesis_step = 5
post-cts-setup-buffer-count = 0

[final_timing]
final_period_minus_worst_setup_slack_ns = 4.541
finalSetupTns_ns = 0
fmax_mhz = 220.2
relSlewSlack_pct = 44.98
timing.final.hold_violations = 0
timing_max_transition_violations_final = 0
setup_viol = 0
grt_setup_unrepaired = no
min_period_over_period_pct = 68.81
worst_clock_skew_ns = 0
max_slew.worst_pin.slew_ns = 0.8253

[floorplanning]
floorplan.io_pins = 252
die_y_um = 158
coreArea_mm2 = 0.01871
core.rowCount = 50
floorplan.die.width_um = 158
die_area_mm2 = 0.02496
core_util_floorplan_pct = 18.58

[placed_design]
dp_hpwl_um = 7404
gp_congestion = 0.7485
buffers_on_ports = 155
post-place-cells = 662

[run_status]
status = completed

[hold_path]
hp-class = flop to flop

[flow_run]
count_of_maximum_capacitance_violations = 0
tool_warnings = 57

-- cell usage in the layout (no fill, tap or decap), types with 2 or more instances in the layout --
cell type                         instances
sky130_fd_sc_hd__nor2b_1                 44
sky130_fd_sc_hd__mux2_4                  40
sky130_fd_sc_hd__clkbuf_1                 2
sky130_fd_sc_hd__nand3b_1                42
sky130_fd_sc_hd__clkdlybuf4s50_1        152
sky130_fd_sc_hd__a22o_1                   8
sky130_fd_sc_hd__mux2_2                   2
sky130_fd_sc_hd__nor2_1                   2
sky130_fd_sc_hd__a21oi_1                 84
sky130_fd_sc_hd__buf_4                    5
sky130_fd_sc_hd__clkbuf_16                5
sky130_fd_sc_hd__dfrtp_1                 43
sky130_fd_sc_hd__buf_2                    3
-- cells in the mapped netlist --
| library cell | count |
|---|---|
| sky130_fd_sc_hd__mux2_2 | 2 |
| sky130_fd_sc_hd__mux2_4 | 40 |
| sky130_fd_sc_hd__buf_4 | 68 |
| sky130_fd_sc_hd__nor2_1 | 2 |
| sky130_fd_sc_hd__nor2b_1 | 44 |
| sky130_fd_sc_hd__clkbuf_1 | 13 |
| sky130_fd_sc_hd__buf_6 | 4 |
| sky130_fd_sc_hd__dfrtp_1 | 44 |
| sky130_fd_sc_hd__or3_1 | 1 |
| sky130_fd_sc_hd__a22o_1 | 8 |
| sky130_fd_sc_hd__nand3b_1 | 42 |
| sky130_fd_sc_hd__nand2_2 | 1 |
| sky130_fd_sc_hd__a21oi_1 | 84 |
| sky130_fd_sc_hd__buf_2 | 9 |
-- power by group through the flow --
stage	logic (mW)	clock network, mW	registers, mW
CTS	0.265	0.275	0.331
global route	0.284	0.287	0.336
finish	0.260	0.209	0.332
-- flip-flops by register name, indices dropped and copies added (netlist names) --
name	cells
we_1_pending	1
wdata_1_pending	32
rdata_1_vld	1
en_1_pending	1
addr_1_pending	9
-- final cells by class --
cell class                 count  area (um^2)  area share (%)
timing repair buffer         160         1574           32.49
multi-input combinational    224         1729           35.69
clock buffer                   8        146.4           3.022
tap                          234        292.8           6.043
sequential                    44         1102           22.75
-- final timing paths --
check,from,endpoint,depth (start not counted)
min reg2reg,wdata_1_pending[26],wdata_1_pending[26],1
max,en_0[0],sram_wdata[29],5
max in group asynchronous,rst_n[0],en_1_pending,2
min in group asynchronous,rst_n[0],wdata_1_pending[23],2
min,wdata_1_pending[26],wdata_1_pending[26],1
max reg2reg,en_1_pending,en_1_pending,3
-- critical path, delay by kind of cell --
family	cells	cell delay [ns]
AOI/OAI and AO/OA	2	0.25
buffers and inverters	3	1.64
-- routing by layer --
metal / wire, um / up-vias / GRT usage [%]
met1: 4562 / 1253 / 10.29
li1: - / 1333 / -
met5: 0 / - / 0
met3: 1076 / 32 / 3.167
met2: 4493 / 107 / 12.00
met4: 230 / 0 / 1.676
-- cell families (layout without fill, tap and decap cells) --
| group | after synthesis | count (layout) |
|---|---|---|
| AOI/OAI and AO/OA | 92 | 92 |
| buffers and inverters | 94 | 168 |
| DFF | 44 | 44 |
| muxes | 42 | 42 |
| and+or+nand+nor | 90 | 90 |
-- per-stage QoR --
step           instance area [um^2]  hold WS (ns)  setup slack, ns
2_1_floorplan                  3475        0.4795            3.337
3_3_place_gp                   4698        0.4908            2.044
3_5_place_dp                   4698        0.4934            2.022
4_1_cts                        4845        0.5123            2.024
5_1_grt                        4845        0.5201            1.824
6_report                       4845        0.5029            2.059
Power and IR drop assume default switching activity.
