==> flow/design.v <==
module linear_interpolation #(
    parameter W=24
)(
    input clk,
    input rst_n,
    input start_v_intp,
    input [W-1:0] k_pos,
    input op_from_fifo_vld,
    input is_real,
    input [W-1:0] op_from_fifo,
    output result_vld,
    output [W-1:0] result,
    output mul_en,
    output [W-1:0] mul_a,
    output reg [W:0] mul_b,
    input [2*W:0] mul_prod
);
reg real_init_done, image_init_done;
wire set_real, set_image;
wire real_cal_start, image_cal_start;
reg [1:0] real_cal_start_d, image_cal_start_d;
reg [W-1:0] in1_cur_real, in1_cur_image, in1_next_real, in1_next_image;
wire update_in1_cur_real, update_in1_cur_image;
wire signed [W-1:0] sub_op_1;
wire signed [W-1:0] sub_op_2;
wire signed [W:0] sub_result;
wire signed [W-1:0] add_op_1;
wire signed [W-1:0] add_op_2;
wire signed [W:0] add_result;
assign set_real = op_from_fifo_vld && is_real;
assign set_image = op_from_fifo_vld && (!is_real);
assign real_cal_start = set_real && real_init_done;
assign image_cal_start = set_image && image_init_done;
always @(posedge clk or negedge rst_n)
    if (!rst_n)
    begin
        real_cal_start_d <= #1 2'b0;
        image_cal_start_d <= #1 2'b0;
    end else
    begin
        real_cal_start_d <= #1 {real_cal_start_d[0], real_cal_start};
        image_cal_start_d <= #1 {image_cal_start_d[0], image_cal_start};
    end
assign update_in1_cur_real = real_cal_start_d[1];
assign update_in1_cur_image = image_cal_start_d[1];
always @(posedge clk or negedge rst_n)
    if (!rst_n)
    begin
        real_init_done <= #1 1'b0;
    end else if (start_v_intp)
    begin
        real_init_done <= #1 1'b0;
    end else if (set_real)
    begin
        real_init_done <= #1 1'b1;
    end
always @(posedge clk or negedge rst_n)
    if (!rst_n)
    begin
        image_init_done <= #1 1'b0;
    end else if (start_v_intp)
    begin
        image_init_done <= #1 1'b0;
    end else if (set_image)
    begin
        image_init_done <= #1 1'b1;
    end
always @(posedge clk or negedge rst_n)
    if (!rst_n)
    begin
        in1_cur_real <= #1 {W{1'b0}};
    end else if (set_real && (!real_init_done))
    begin
        in1_cur_real <= #1 op_from_fifo;
    end else if (update_in1_cur_real)
    begin
        in1_cur_real <= #1 in1_next_real;
    end
always @(posedge clk or negedge rst_n)
    if (!rst_n)
    begin
        in1_cur_image <= #1 {W{1'b0}};
    end else if (set_image && (!image_init_done))
    begin
        in1_cur_image <= #1 op_from_fifo;
    end else if (update_in1_cur_image)
    begin
        in1_cur_image <= #1 in1_next_image;
    end
always @(posedge clk or negedge rst_n)
    if (!rst_n)
    begin
        in1_next_real <= #1 {W{1'b0}};
    end else if (real_cal_start)
    begin
        in1_next_real <= #1 op_from_fifo;
    end
always @(posedge clk or negedge rst_n)
    if (!rst_n)
    begin
        in1_next_image <= #1 {W{1'b0}};
    end else if (image_cal_start)
    begin
        in1_next_image <= #1 op_from_fifo;
    end
assign sub_op_1[W-1:0] = real_cal_start ? in1_cur_real[W-1:0] : in1_cur_image[W-1:0];
assign sub_op_2 = op_from_fifo[W-1:0];
assign sub_result = sub_op_2 - sub_op_1;
always @(posedge clk or negedge rst_n)
    if (!rst_n)
    begin
        mul_b <= #1 {(W+1){1'b0}};
    end else
    begin
        mul_b <= #1 sub_result;
    end
assign mul_a = {1'b0, k_pos[W-2:0]};
assign mul_en = real_cal_start_d[0] | image_cal_start_d[0];
always @(posedge clk or negedge rst_n)
    if (!rst_n)
    begin
        add_op_2 <= #1 {(W+1){1'b0}};
    end else
    begin
        add_op_2 <= #1 mul_prod[2*W-1: W-1];
    end
assign add_op_1[W-1:0] = real_cal_start_d[1] ? in1_cur_real[W-1:0] : in1_cur_image[W-1:0];
assign add_result = add_op_1 + add_op_2;
assign result = add_result[W-1:0];
assign result_vld = real_cal_start_d[1] | image_cal_start_d[1];
endmodule
==> flow/run.sh <==
#!/bin/bash
# OpenROAD 26Q1-2900-gdf79404cd8, Yosys 0.63+post, stock flow scripts
make -C /OpenROAD-flow-scripts/flow DESIGN_CONFIG=/design/flow/config.mk WORK_HOME=/design/flow/orfs finish
==> flow/config.mk <==
export PLATFORM = sky130hd
export DESIGN_NAME = linear_interpolation
export DESIGN_NICKNAME = linear_interpolation
export VERILOG_FILES = /design/flow/design.v
export SDC_FILE = /design/flow/constraint.sdc
export NUM_CORES = 4
export LEC_CHECK = 1
export CORE_UTILIZATION = 40
==> flow/constraint.sdc <==
current_design linear_interpolation

set clk_period 11.9
set clk_io_pct 0.2

create_clock -name clk0 -period $clk_period [get_ports {clk}]

set non_clock_inputs [all_inputs -no_clocks]
set_input_delay [expr $clk_period * $clk_io_pct] -clock clk0 $non_clock_inputs
set_output_delay [expr $clk_period * $clk_io_pct] -clock clk0 [all_outputs]
==> run_results.csv <==
group,metric,value,unit
floorplan,dieArea,21900,sq um
final_timing,max_freq,139,MHz
clocking,h-tree-depth,4,
routing,via_per_inst,5.16,
power_and_ir_drop,peakVddDrop,0.000105,V
clocking,cts_root_buffer,"clkbuf_16",
final_timing,worst_pin_slew,744,ps
final_timing,fin_crit_sh,60.3,%
final_timing,worst_slack,4730,ps
power_and_ir_drop,p_leak,4.46,nW
power_and_ir_drop,p_sw,0.534,mW
routing,drt-pass1-iter-count,5,
run,maxCapViolCount,0,
logic_synthesis,edf_count,0,
logic_synthesis,top_cell_area_share,44.3,%
critical_path,crit_required,9520,ps
clocking,post_cts_resized,0,
final_timing,finalHoldViolations,0,
power_and_ir_drop,p_comb_share,34.2,%
grt,grt_pass1_vias,5950,
critical_path,setup.worst_path.end_class,"output pin",
placed_design,io_buffers,103,
power_and_ir_drop,seqPwrFrac,37.5,%
grt,grt_max_degree,54,
hold_path,timing.hold.worst.class,"register to register",
clocking,clkTransAtPathRegs,60,ps
placed_design,gp_congestion,0.882,
final_timing,setup_violations,0,
run,warnings,51,
power_and_ir_drop,power.share.switching,29.3,%
routing,wl,19.3,mm
final_timing,rsz0062_at_grt,"no",
logic_synthesis,synth-seq-cells,151,
floorplan,core_area,21000,sq um
final_layout,n_fill_cell,1937,
floorplan,row_count,53,
final_timing,drv_slew,0,
clocking,post_cts_buffers,0,
logic_synthesis,syn_inst,810,
clocking,tritoncts,"built",
critical_path,critPathLaunchType,"register",
floorplan,die_h,148,um
clocking,cts_made_buffers,17,
floorplan,num_io_pins,177,
placed_design,place_ws,5110,ps
logic_synthesis,synth_area_per_cell,10.5,sq um
grt,grt_remaining_overflow,0,
critical_path,criticalPathCategory,"register to output pin",
logic_synthesis,synthArstFlopShare,100,%
logic_synthesis,ys_seq_share,44.3,%
final_timing,period_needed,7170,ps
routing,wl_per_cell,16.5,um
clocking,clock_latency,420,ps
grt,track_usage,18.9,%
logic_synthesis,most_common_cell,"dfrtp_1",
power_and_ir_drop,pwr-share-clk,28.3,%
final_timing,relSlewSlack,49.1,%
logic_synthesis,synth_cell_types,59,
logic_synthesis,ys_cells,810,
outcome,status,"finished, final reports clean",
floorplan,fp_util,40.7,%
power_and_ir_drop,internal-power,1.29,mW
floorplan,dieWidth,148,um
logic_synthesis,yosys.area.top_type,"dfrtp_1",
routing,drc_errors,0,
power_and_ir_drop,powerDensity,178,nW/um^2
routing,vias,6031,
logic_synthesis,synthesis.area,8520,sq um
routing,n_antenna_cell,0,
clocking,clock_sinks,151,
clocking,cts_hold_buf,0,
logic_synthesis,area_leaders,"dfrtp_1 44%, mux2_2 9.4%, mux2i_1 8.6%, ha_1 6.9%, a21oi_1 4.6%",
clocking,cts_max_path_buffers,2,
critical_path,crit_path_max_fanout,38,
critical_path,cp.arrival,4790,ps
routing,first_iter_violations,375,
grt,antenna_found_initial,0,
logic_synthesis,ys_area,8520,sq um
final_timing,tns,0,ps
final_layout,layout-drive-gt1-share,14.0,%
placed_design,dp_hpwl,13.3,mm
logic_synthesis,top_cells_by_count,"151 x dfrtp_1, 79 x a21oi_1, 73 x mux2i_1",
final_timing,skew,6.82,ps
logic_synthesis,yosys_warnings,3,
logic_synthesis,ys.flop_type,"dfrtp_1",
routing,ant_nets,0,
final_layout,area_growth,19.9,%
grt,grt_pass1_wl,31.3,mm
kinds of logic after synthesis:
group / after synthesis / synth area share [%]
AND-OR/OR-AND: 183 / 13.0
AND/OR/NAND/NOR: 165 / 8.69
flip-flops: 151 / 44.3
multiplexers: 144 / 18.0
buffers and inverters: 77 / 4.46
adder cells (fa/ha/maj): 49 / 7.37
XOR/XNOR: 40 / 4.11
other: 1 / 0.0440
registers in the layout, indices dropped and copies added, names as in the netlist:
register           flops
add_op_2              24
image_cal_start_d      2
image_init_done        1
in1_cur_image         24
in1_cur_real          24
in1_next_image        24
in1_next_real         24
mul_b                 25
real_cal_start_d       2
real_init_done         1
placed cells by master (no fill, tap or decap), types with 17 or more instances in the layout:
| cell type | count |
|---|---|
| a21oi_1 | 79 |
| clkbuf_16 | 17 |
| clkdlybuf4s50_1 | 102 |
| dfrtp_1 | 150 |
| ha_1 | 47 |
| inv_1 | 18 |
| mux2_2 | 71 |
| mux2i_1 | 73 |
| nand2_1 | 66 |
| nor2_1 | 49 |
| o21ai_0 | 40 |
| xnor2_1 | 26 |
metal layers:
metal	routed length [um]	share of wire [%]	global-route usage, %	vias up
met1	9750	51	31.0	2870
li1	-	-	-	3020
met5	0	0	0	-
met2	8390	44	27.5	118
met4	329	1.7	2.63	0
met3	794	4.1	3.37	23
power by group through the flow:
| stage | clock (mW) | combinational [mW] | sequential, mW |
|---|---|---|---|
| 6_report | 0.516 | 0.623 | 0.684 |
| 4_1_cts | 0.529 | 0.630 | 0.685 |
| 5_1_grt | 0.549 | 0.697 | 0.699 |
worst paths after layout:
path | from | endpoint | slack (ps) | cells past startpoint
max | real_cal_start_d[1] | result[23] | 4730 | 11
min | image_cal_start_d[0] | image_cal_start_d[1] | 370 | 0
max reg2reg | real_init_done | mul_b[22] | 8000 | 11
min reg2reg | image_cal_start_d[0] | image_cal_start_d[1] | 370 | 0
max in group asynchronous | rst_n | real_cal_start_d[1] | 8930 | 2
min in group asynchronous | rst_n | in1_next_image[21] | 1910 | 1
final cells by class:
class	instances	area [sq um]	area share, %
Sequential cell	151	3780	37.0
Multi-Input combinational cell	582	4370	42.8
Clock inverter	8	72.6	0.710
Inverter	18	67.6	0.661
Timing Repair Buffer	111	1090	10.7
Tap cell	275	344	3.37
Clock buffer	23	488	4.78
worst max-delay path, stage by stage, from the launching register on:
cell	delay [ps]
dfrtp_2	560
buf_4	580
mux2_2	430
ha_1	350
a21oi_1	110
a2111oi_0	710
o21ai_0	330
o2111ai_1	210
o21ai_0	150
mux2_2	280
o311ai_0	110
clkdlybuf4s50_1	530
stage by stage:
stage / hold slack, ps / power [mW] / instance area (sq um) / util, % / instances
after floorplan: 346 / 1.03 / 8520 / - / 810
after global placement: 354 / 1.31 / 9660 / 46.1 / 1137
after detailed placement: 354 / 1.32 / 9660 / 46.1 / 1137
after CTS: 367 / 1.84 / 10200 / 48.8 / 1168
after global routing: 398 / 1.95 / 10200 / 48.8 / 1168
final: 369 / 1.82 / 10200 / 48.8 / 1168
Power and IR drop assume default switching activity.
